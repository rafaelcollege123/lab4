===== design/flow/design.v =====
module dmem(input  logic        clk, we,
            input  logic [31:0] a, wd,
            output logic [31:0] rd);
  logic [31:0] RAM[63:0];
  assign rd = RAM[a[31:2]];  
  always_ff @(posedge clk)
    if (we) RAM[a[31:2]] <= wd;
endmodule

===== design/flow/run.sh =====
#!/bin/bash
# OpenROAD 26Q1-2900-gdf79404cd8, Yosys 0.63+post, stock flow scripts
make -C /OpenROAD-flow-scripts/flow DESIGN_CONFIG=/design/flow/config.mk WORK_HOME=/design/flow/orfs finish

===== design/flow/config.mk =====
export PLATFORM = sky130hd
export DESIGN_NAME = dmem
export DESIGN_NICKNAME = dmem
export VERILOG_FILES = /design/flow/design.v
export SDC_FILE = /design/flow/constraint.sdc
export NUM_CORES = 4
export LEC_CHECK = 1
export CORE_UTILIZATION = 30

===== design/flow/constraint.sdc =====
current_design dmem

set clk_period 40.2
set clk_io_pct 0.2

create_clock -name clk0 -period $clk_period [get_ports {clk}]

set non_clock_inputs [all_inputs -no_clocks]
set_input_delay [expr $clk_period * $clk_io_pct] -clock clk0 $non_clock_inputs
set_output_delay [expr $clk_period * $clk_io_pct] -clock clk0 [all_outputs]

==> results_dict.tcl <==
# place-and-route summary
set metrics [dict create \
    status "completed" \
    core-area_um2 259500 \
    top_cell "edfxtp_1" \
    ys_cells 4207 \
    whs_ns 7.449 \
    synth_flops 2048 \
    yosysTopAreaCell "edfxtp_1" \
    whs_path_depth 1 \
    ys_seq_share_pct 78.56 \
    critPathCaptureType "primary output" \
    drive_gt1_share_pct 17.78 \
    cts_resized 0 \
    io_buffer_count 71 \
    rsz0062_at_grt "false" \
    htree_levels 4 \
    yosysTopAreaCellShare_pct 78.56 \
    die_w_um 512.8 \
    ios 98 \
    ys_area_um2 78290 \
    tool_warnings 52 \
    rows 187 \
    crit_top_cell "buf_4" \
    vias_per_cell 5.238 \
    synthCells 4207 \
    cts_sinks 2048 \
    dieArea_um2 263000 \
    numCtsBuffers 188 \
    hold_viol_final 0 \
    power_density_nw_per_um2 48.03 \
    antennaDiodeCount 0 \
    clockBufferDepth 3 \
    regArea_um2 61500 \
    final_cells 7908 \
    cts_tree "done" \
    synth-edff-count 2048 \
    drv_cap 0 \
    ir_drop_mv 0.04155 \
    crit_chain "buf_8 -> buf_4 -> buf_4 -> nor2b_4 -> buf_4 -> a221oi_1 -> o22a_1 -> o22ai_1 -> or4_1 -> clkdlybuf4s50_1" \
    path_class "primary input to primary output" \
    synth.distinct_cells 55 \
    fin_total_pwr_mw 4.303 \
    crit_arrival_ns 13.13 \
    drt_iter0_drc 2946 \
    grt_overflow_total 0 \
    postSynthAreaPerCell_um2 18.61 \
    first_global_vias 43870 \
    netlist_area_um2 78290 \
    antenna_found_initial 5 \
    comb_area_um2 16050 \
    min_period_over_period_pct 52.65 \
    detail-route-antenna-nets 0 \
    fillerInstances 23670 \
    crit_path_max_fanout 56 \
    routabilityCongestion 0.8655 \
    dp_hpwl_um 115800 \
    fp_util_pct 30.17 \
    period_needed_ns 21.17 \
    drt_wl_total_um 208100 \
    fin_setup_tns_ns 0 \
    gr-usage-all-layers_pct 16.88 \
    hp-class "primary input to flip-flop" \
    grt_start_max_net_pins 73 \
    drt_pass1_iterations 6 \
    cp_slowest_cell "buf_4" \
    syn2layout_area_growth_pct 14.46 \
    dp_cells 7575 \
    tightest_slew_ns 1.047 \
    slew_viol_final 0 \
    topCellsByArea "edfxtp_1, mux2i_1, mux4_2, mux2_2, a221oi_1" \
    slew_headroom_pct 28.40 \
    required_ns 32.16 \
    drc 0 \
    clockRootBuffer "clkbuf_16" \
    largest_reg_flops 2048 \
    top_cells_by_count "edfxtp_1, mux2i_1, a22oi_1, a221oi_1, clkbuf_1" \
    setup_violations 0 \
    vias 41420 \
    flop_cell "edfxtp_1" \
    cpPeakStageDelay_ns 0.68 \
    cts_hold_buf 0 \
    ys_warn_count 1 \
    clock.fmax_mhz 47.24 \
    cts_setup_buffers 0 \
    worstSetupStartpointType "primary input" \
    grt_pass1_wl_um 301800 \
    path_clk_slew_ns 0.06 \
    p_leak_nw 28.04 \
    die_height_um 512.8 \
    avgRoutedWirePerCell_um 26.32 \
    async_reset_ff_share_pct 0 \
]
## metal layers
metal	global-route usage, %	part of all wire, %
met5	1.132	0.19
met4	4.817	3.5
met3	12.33	16
met2	25.16	46
met1	19.27	34
## worst max-delay path: cells and delay by family
kind / cells / cell delay (ns)
buffers and inverters: 5 / 2.78
AND/OR/NAND/NOR: 2 / 0.90
AND-OR/OR-AND: 3 / 1.25
## report_power, final
part	switching, mW	internal, mW	total [mW]
combinational	0.159	0.0744	0.233
clock	0.755	0.948	1.70
sequential	0.00290	2.36	2.37
## per-stage QoR
stage / util (%) / setup WS, ns / instance area, um^2
3_3_place_gp: 32.31 / 19.08 / 83830
5_1_grt: 34.53 / 18.91 / 89610
3_5_place_dp: 32.31 / 19.06 / 83830
6_report: 34.53 / 19.03 / 89610
2_1_floorplan: - / 22.01 / 78290
4_1_cts: 34.53 / 19.05 / 89610
## cells by family (layout without fill, tap and decap cells)
kind of cell,count (synthesis),in the layout,share of synthesized area (%)
simple gates,424,424,2.829
compound gates,933,933,8.733
buf+inv,300,599,1.696
flops,2048,2048,78.56
mux,502,502,8.188
## layout make-up
cell class / count / share of cell area (%)
clock inverter: 98 / 0.9034
sequential: 2048 / 68.63
multi-input combinational: 1859 / 17.91
timing repair buffer: 264 / 2.248
clock buffer: 235 / 5.542
tap: 3402 / 4.750
inverter: 2 / 0.01676
## worst paths after layout
path                  startpoint     endpoint  slack, ns
worst min-delay path      wd[24]  RAM[62][24]       7.45
worst max-delay path        a[4]       rd[21]      19.03
## cells in the final DEF (no fill, tap or decap), drive strengths merged, types with 28 or more instances in the layout
| cell | instances |
|---|---|
| a22oi | 188 |
| nand3 | 54 |
| nand2 | 28 |
| and3 | 85 |
| o22ai | 93 |
| buf | 228 |
| o22a | 70 |
| o21ai | 85 |
| a22o | 66 |
| mux2 | 147 |
| edfxtp | 2048 |
| clkbuf | 235 |
| clkinv | 78 |
| mux4 | 96 |
| a221oi | 175 |
| a21oi | 121 |
| mux2i | 259 |
| nor2 | 145 |
| a31oi | 43 |
| clkdlybuf4s50 | 36 |
